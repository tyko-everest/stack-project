$ cat flow/design.v
module alu (
    input wire [7:0] a,
    input wire [7:0] b,
    output reg [7:0] q,
    input wire [2:0] fn_sel,
    input wire arg_cnt
);
always @(*) begin
    if (arg_cnt)
        case (fn_sel)
            3'd0: q <= a + b;
            3'd1: q <= a - b;
            3'd2: q <= a & b;
            3'd3: q <= a | b;
            3'd4: q <= a ^ b;
            3'd5: q <= $signed(a) >>> b;
            3'd6: q <= a >> b;
            3'd7: q <= a << b;
        endcase 
    else
        case (fn_sel)
            3'd2: q <= a;
            3'd2: q <= ~a;
            3'd2: q <= -$signed(a);
            default: q <= 8'hXX;
        endcase
end
endmodule
$ cat flow/config.mk
export PLATFORM = sky130hd
export DESIGN_NAME = alu
export DESIGN_NICKNAME = alu
export VERILOG_FILES = /design/flow/design.v
export SDC_FILE = /design/flow/constraint.sdc
export NUM_CORES = 4
export LEC_CHECK = 1
export CORE_AREA = 10 10 107 107
export DIE_AREA = 0 0 117 117
$ cat flow/constraint.sdc
current_design alu

set clk_period 10.6
set clk_io_pct 0.2

create_clock -name clk0 -period $clk_period

set non_clock_inputs [all_inputs -no_clocks]
set_input_delay [expr $clk_period * $clk_io_pct] -clock clk0 $non_clock_inputs
set_output_delay [expr $clk_period * $clk_io_pct] -clock clk0 [all_outputs]
$ cat flow/run.sh
#!/bin/bash
# OpenROAD 26Q1-2900-gdf79404cd8, Yosys 0.63+post, stock flow scripts
make -C /OpenROAD-flow-scripts/flow DESIGN_CONFIG=/design/flow/config.mk WORK_HOME=/design/flow/orfs finish
==> summary.txt <==
run metrics: area delta synth->final=19.7%, Syn Inst Count=287, # Cells Yosys=287, crit-path cells=clkdlybuf4s50_1 > or2_2 > nor2_1 > nor2_1 > xnor2_1 > ha_1 > a21oi_1 > o21ai_0 > mux2i_1 > a21oi_1 > a211oi_1 > a21oi_1 > clkdlybuf4s50_1, Yosys top cell by area=ha_1, Flops=0, CP bufs+invs=2, yosys aoi share=34.6%, fin. max-slew vios=0, clock buffer count in the final layout=0, comb area leader=AND-OR/OR-AND gates, CP most frequent cell=a21oi_1, Synth Seq Share=0%, cts hold-fix bufs=0, Worst setup EP type=output port, FP Core Util=20.5%, first-pass GRT wire length=11400 um, final setup fails=0, status=complete, no violations, RSZ-0062 raised after global routing=no, DIE AREA=13700 um2, maximum fanout along the worst path=16, CP Data Arrival Time=5.70 ns, yosys adder share=17.0%, period utilization=73.8%, Req. time, crit path=8.48 ns, Fin Hold WS=5.41 ns, final antenna-violating net count=0, antenna violations before repair=0, Mux area share=10.1%, Final Power=105 uW, setup TNS=0 ns, Max-Cap Viols=0, cell family with most CP delay=buffers and inverters, Pwr Density=46.2 nW/um2, worst rel slew slack=54.8%, GP Congestion=1.00, Max-area cell share=15.9%, Cell Rows=35, Max Clk Rate=128 MHz, Post-Syn Area per Cell=6.58 um2, Core Region=9200 um2, DP Cell Count=412, post-synthesis cell type count=52, Post-Synth XOR/XNOR Area=5.10%, Mapped Area=1890 um2, final instance area=2260 um2, Setup crit start=fn_sel[1], vias in the first global route=2044, antenna cells=0, Hold Fails Final Rpt=0, Die Width=117 um, Startpoint Class=input port, share of layout cells above drive strength 1=5.98%, tool warnings=41, PortBufs=28, post-route insts no fill=412, Top Ports=28, Remaining DRCs=0, Leak=0.000897 uW, Detail Placement HPWL=5340 um, Via-to-Cell Ratio=5.33, Hold Crit Start=arg_cnt, largest net degree at the start of global routing=29, Slew @ Worst Pin=0.673 ns, slowest stage delay, CP=0.73 ns, Remaining Overflow, GRT=0, placed inst area=2260 um2, Final min period=7.82 ns, worst setup path class=in2out, via count=2198, CTS resizes=0, Detailed Routing Iterations Pass 1=4, Yosys chip area=1890 um2, YS warnings=1, slowest CP cell=clkdlybuf4s50_1, post-DR wirelength/cell=17.3 um, FF+latch area=0 um2, Total Routing Usage GR=10.3%, Top cells by area=ha_1 (16%), mux2i_1 (10%), a21oi_1 (7.4%), Peak VDD IR=0.0135 mV, yosys simple share=24.4%, type of the tightest min-delay check=in2out, die height=117 um, Post-CTS Repair Setup Buffers=0, drt total wl=7150 um, 1st-iter DRT viols=149
layer usage:
| metal | wire length [um] | track usage (%) | up-vias |
|---|---|---|---|
| met3 | 666 | 1.91 | 14 |
| met1 | 3210 | 15.1 | 1004 |
| met5 | 0 | 0 | - |
| met2 | 3100 | 15.9 | 88 |
| li1 | - | - | 1092 |
| met4 | 173 | 0.824 | 0 |
synth_stat cells, types with 2 or more instances:
| library cell | number |
|---|---|
| nor3_2 | 3 |
| o21ai_1 | 2 |
| o41ai_1 | 3 |
| nor3_1 | 7 |
| inv_1 | 19 |
| o211ai_1 | 8 |
| nor2b_1 | 6 |
| ha_1 | 24 |
| a221oi_1 | 2 |
| a21oi_1 | 28 |
| o2111ai_1 | 2 |
| a21o_1 | 5 |
| o22ai_1 | 3 |
| mux2i_1 | 19 |
| xnor2_1 | 10 |
| o31ai_1 | 3 |
| clkbuf_1 | 7 |
| nor2_1 | 30 |
| o21a_1 | 3 |
| a31oi_1 | 6 |
| nand4_1 | 4 |
| nand3_1 | 14 |
| o21ai_0 | 16 |
| buf_2 | 7 |
| a211oi_1 | 5 |
| buf_1 | 5 |
| nand2_1 | 21 |
stage by stage:
step | worst slack (ns) | utilization [%]
global placement | 2.85 | 24.6
floorplan | 4.15 | -
detailed placement | 2.83 | 24.6
global route | 2.59 | 24.6
CTS | 2.81 | 24.6
finish | 2.78 | 24.6
area by class of cell:
cell class | count | area (um2)
multi-input combinational | 247 | 1720
inverter | 20 | 75.1
timing repair buffer | 34 | 325
fill | 1013 | 6930
tap | 111 | 139
cell usage in the layout, fill, tap and decap left out, types with 7 or more instances in the layout:
cell type | Yosys | final
o21ai_0 | 16 | 16
xnor2_1 | 10 | 10
a21oi_1 | 28 | 28
nor2_1 | 30 | 30
inv_1 | 19 | 19
ha_1 | 24 | 24
clkdlybuf4s50_1 | 0 | 28
nand3_1 | 14 | 14
nand2_1 | 21 | 21
mux2i_1 | 19 | 19
nor3_1 | 7 | 7
o211ai_1 | 8 | 8
worst paths after layout:
| check | end | slack [ns] | depth (start not counted) |
|---|---|---|---|
| max | q[6] | 2.78 | 13 |
| min | q[6] | 5.41 | 5 |
kinds of logic (layout without fill, tap and decap cells):
logic type,after synthesis,in the layout
buffers and inverters,40,54
adders and majority gates,25,25
muxes,19,19
and+or+nand+nor,94,94
AOI/OAI and AO/OA,98,98
xor gates and xnor gates,11,11
power breakdown:
| part | leakage (uW) | internal (uW) | switching (uW) |
|---|---|---|---|
| clock | 0 | 0 | 0 |
| sequential | 0 | 0 | 0 |
| combinational | 0.000897 | 45.8 | 58.7 |
| total | 0.000897 | 45.8 | 58.7 |
Power figures rest on the tool's default switching activity, not on a simulated workload.
